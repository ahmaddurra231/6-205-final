==> ./design.v <==
module note_decoder (
    input logic clk_in,          
    input logic rst_in,          
    input logic [23:0] touch_status_in,  
    input logic [11:0] switches, 
    output logic [23:0] gate_out,
    output logic [23:0] trigger_out,
    output logic [2:0] note_sel  
);
    parameter NOTE_C4 = 8'd60;   
    parameter NOTE_D4 = 8'd62;   
    parameter NOTE_E4 = 8'd64;   
    parameter NOTE_F4 = 8'd65;   
    parameter NOTE_G4 = 8'd67;   
    parameter NOTE_A4 = 8'd69;   
    parameter NOTE_B4 = 8'd71;   
    parameter NOTE_C5 = 8'd72;   
    logic [23:0] gate_out_prev;
    always_ff @(posedge clk_in) begin
        if (rst_in) begin
            gate_out_prev <= 24'b0;
            gate_out <= 24'b0;
        end else begin
            gate_out_prev <= gate_out;
            gate_out <= touch_status_in;
            trigger_out <= gate_out & ~gate_out_prev;
        end
    end
endmodule
==> ./run.sh <==
#!/bin/bash
# OpenROAD 26Q1-2900-gdf79404cd8, Yosys 0.63+post, stock flow scripts
make -C /OpenROAD-flow-scripts/flow DESIGN_CONFIG=/design/flow/config.mk WORK_HOME=/design/flow/orfs finish
==> ./config.mk <==
export PLATFORM = sky130hd
export DESIGN_NAME = note_decoder
export DESIGN_NICKNAME = note_decoder
export VERILOG_FILES = /design/flow/design.v
export SDC_FILE = /design/flow/constraint.sdc
export NUM_CORES = 4
export LEC_CHECK = 1
export CORE_UTILIZATION = 40
==> ./constraint.sdc <==
current_design note_decoder

set clk_period 1.0
set clk_io_pct 0.2

create_clock -name clk0 -period $clk_period [get_ports {clk_in}]

set non_clock_inputs [all_inputs -no_clocks]
set_input_delay [expr $clk_period * $clk_io_pct] -clock clk0 $non_clock_inputs
set_output_delay [expr $clk_period * $clk_io_pct] -clock clk0 [all_outputs]
==> job_summary.md <==
### Flow metrics

| Metric | Value |
|---|---|
| Outcome | finished, violations left |
| Violated checks | setup timing |
| Cells on Worst Hold Path | 3 |
| Final Skew | 4.65 ps |
| Crit path arrival time | 810 ps |
| Synthesized area divided by synthesized cell count | 14.3 um2 |
| Via count of the first global-routing pass | 1,262 |
| Final Wtd Congestion | 0.717 |
| Cells after synthesis | 154 |
| Routed length on met3 | 374 um |
| Die Span X | 76.2 um |
| Maximum number of pins on one net before global-route repair | 29 |
| Via density per instance | 4.10 |
| Number of enable flip-flop cells | 24 |
| Global-route wire length before repair | 5790 um |
| Crit-path slowest cell | edfxtp_1 |
| Final count of hold timing violations | 0 |
| CTS root buffer | clkbuf_8 |
| Register share after synthesis | 76.5% |
| First-pass DRT Iterations | 3 |
| CTS H-tree depth | 3 |
| Dominant delay contributor by cell family on the critical path | flip-flops |
| Fp_density | 42.3% |
| Cells along the critical path | buf_2 |
| Worst Slack Setup Final | -10.7 ps |
| Power per cell area | 1850 nW/um2 |
| Total via count after detailed routing | 1,354 |
| Synth top area share | 43.7% |
| Cell leakage power | 1.37 nW |
| Number of maximum-capacitance constraint violations | 0 |
| Biggest area cells | dfxtp_1 44%, edfxtp_1 33%, nor2b_1 20% |
| Remaining number of nets flagged by the antenna check after routing | 0 |
| Area enclosed by the die boundary | 5800 um2 |
| Most common library cells after synthesis | 72 x nor2b_1, 48 x dfxtp_1, 24 x edfxtp_1 |
| Total setup violations reported at the end of the flow | 7 |
| Distinct lib cells | 8 |
| Worst-case clock buffer depth | 2 |
| Startpoint kind of the worst setup timing path | register |
| TritonCTS clock tree | done |
| Final worst-path cycle share | 101% |
| Number of antenna violations at the first check in global routing | 0 |
| Area growth from synthesis to layout | 42.6% |
| Power, Total | 5.81 mW |
| Met2 routed wirelength | 1580 um |
| Clock latency reported for the late side of the worst-skew pair | 330 ps |
| Cell with the most instances after synthesis | nor2b_1 |
| Uppermost signal routing layer after detailed routing | met4 |
| I/O pin count | 89 |
| Number of pins with negative max-slew slack in the final report | 0 |
| Required time of the worst setup path | 800 ps |
| Final wirelength | 3420 um |
| Maximum vdd drop | 1.21 mV |
| Type of the setup path with the least slack | reg -> out |
| DRC Markers | 0 |
| Async set-reset flop share out of synthesis | 0% |
| Clock buffer count from CTS | 9 |
| Post-synth design cell area | 2200 um2 |
| Path length in cells of the critical path | 1 |
| Yosys cell count | 154 |
| Delay of the slowest cell on the worst path | 360 ps |
| Core area | 5200 um2 |
| Core Rows | 26 |
| Number of clock sinks seen by CTS | 72 |
| Most used DFF post-synth | dfxtp_1 |
| Fraction of final layout cells with drive strength greater than 1 | 43.1% |
| Ant diodes | 0 |
| Metal1 wirelength | 1430 um |
| Crit. End Element | primary output |
| Post-detail-place hpwl | 2250 um |
| Count of warnings emitted by yosys | 4 |
| Cell area reported after detailed placement | 3040 um2 |
| Height of the die | 76.2 um |
| Post-cts hold-fix buffer tally | 0 |
| Total number of warnings across the stage logs | 39 |
| Total gr overflow | 0 |
| Peak Freq | 989 MHz |
| Length in cells of the worst reg-to-reg path | 2 |
| Worst hold path type | in -> reg |
| Crit path time final | 1010 ps |
| Area of all placed cells without fillers | 3140 um2 |
| CTS clk-pin slew, worst paths | 70 ps |
| Port bufs | 73 |
| DRT iter0 DRCs | 26 |
| Post-synth top area cell | dfxtp_1 |
| Critical path fanouts, max | 1 |
| Total global-route track usage | 13.4% |
| Number of buffer and inverter instances along the worst setup path | 1 |
| RSZ-0062 raised after global routing | yes |
| Drt wl/cell | 10.4 um |
| Yosys stat chip area | 2200 um2 |
| Synth Register Bits | 72 |
final timing paths:
kind / to / startpoint / slack [ps]
min: gate_out[17]$_SDFF_PP0_ / rst_in / 350
max: trigger_out[2] / trigger_out[2]$_DFFE_PN_ / -10
min reg2reg: gate_out_prev[6]$_SDFF_PP0_ / gate_out[6]$_SDFF_PP0_ / 470
max reg2reg: trigger_out[14]$_DFFE_PN_ / gate_out[14]$_SDFF_PP0_ / 200
through the flow:
step / hold slack (ps) / instances / TNS (ps) / util, % / setup slack (ps)
2_1_floorplan: 328 / 156 / 0 / - / 3.65
3_3_place_gp: 465 / 300 / 0 / 58.5 / 5.26
3_5_place_dp: 468 / 300 / -7.07 / 58.5 / -5.89
4_1_cts: 338 / 330 / -540 / 60.3 / -38.6
5_1_grt: 341 / 330 / -1430 / 60.3 / -80.6
6_report: 349 / 330 / -38.2 / 60.3 / -10.7
cells in the final DEF, fill, tap and decap left out:
master | netlist | layout
buf_12 | 0 | 1
buf_2 | 3 | 49
buf_4 | 3 | 22
bufinv_16 | 0 | 1
clkbuf_1 | 0 | 1
clkbuf_8 | 0 | 10
clkdlybuf4s50_1 | 0 | 24
clkinv_2 | 0 | 2
clkinv_4 | 0 | 1
clkinvlp_4 | 0 | 2
conb_1 | 1 | 3
dfxtp_1 | 48 | 24
dfxtp_2 | 0 | 24
edfxtp_1 | 24 | 24
nor2b_1 | 72 | 72
sequential cells by signal, indices dropped and copies added, names as in the netlist:
| register | cells |
|---|---|
| gate_out | 24 |
| gate_out_prev | 24 |
| trigger_out | 24 |
area by class of cell:
| class | count | area, um2 |
|---|---|---|
| clock buffers | 11 | 141 |
| clock inverters | 5 | 56.3 |
| fillers | 413 | 2070 |
| inverters | 1 | 7.51 |
| multi-input cells | 75 | 462 |
| flip-flops and latches | 72 | 1710 |
| well taps | 70 | 87.6 |
| repair buffers | 96 | 671 |
power by group:
part           internal, mW  switching (mW)
combinational         0.279           0.119
clock                  1.22           0.965
sequential             3.19          0.0444
worst reg2reg max path, cell delays in order, from the launching register on:
cell	delay (ps)
dfxtp_2	320
buf_4	130
nor2b_1	110
cell families after synthesis:
logic type	Yosys count	synth area share, %
other	1	0.170
buffers and inverters	9	2.90
DFF	72	76.5
and+or+nand+nor	72	20.5
repair_timing:
action,in CTS,in global routing
endpoints found under the setup margin,48,33
resized,168,0
buffers inserted,14,0
routing by layer:
| metal | global-route usage, % | vias up |
|---|---|---|
| met5 | 0 | - |
| met4 | 1.54 | 0 |
| met3 | 7.54 | 6 |
| met2 | 20.2 | 55 |
| met1 | 18.3 | 611 |
| li1 | - | 682 |
Power is estimated from default activity; no workload was simulated.
