--- design/flow/design.v ---
module counter(     input wire clk_in,
                    input wire rst_in,
                    input wire [31:0] period_in,
                    output logic [31:0] count_out
              );
  logic [32:0] count;
  always_comb begin
    count = rst_in ? 0:
            count_out == period_in - 1? 0: count_out +1;
  end
  always_ff @(posedge clk_in)begin
    count_out <= count[31:0];
  end
endmodule
`timescale 1ns / 1ps
`default_nettype none
module pwm #(
    parameter integer PWM_RESOLUTION = 256  
)(
    input wire clk_in,
    input wire rst_in,
    input wire [7:0] dc_in, 
    input wire [7:0] gate_in,
    output logic sig_out
);
    logic [31:0] count;
    counter mc (
        .clk_in(clk_in),
        .rst_in(rst_in),
        .period_in(PWM_RESOLUTION),
        .count_out(count)
    );
    assign sig_out = (|gate_in) && (count < dc_in);
endmodule
`default_nettype wire
--- design/flow/run.sh ---
#!/bin/bash
# OpenROAD 26Q1-2900-gdf79404cd8, Yosys 0.63+post, stock flow scripts
make -C /OpenROAD-flow-scripts/flow DESIGN_CONFIG=/design/flow/config.mk WORK_HOME=/design/flow/orfs finish
--- design/flow/config.mk ---
export PLATFORM = sky130hd
export DESIGN_NAME = pwm
export DESIGN_NICKNAME = pwm
export VERILOG_FILES = /design/flow/design.v
export SDC_FILE = /design/flow/constraint.sdc
export NUM_CORES = 4
export LEC_CHECK = 1
export CORE_AREA = 10 10 100 100
export DIE_AREA = 0 0 110 110
--- design/flow/constraint.sdc ---
current_design pwm

set clk_period 6.7
set clk_io_pct 0.2

create_clock -name clk0 -period $clk_period [get_ports {clk_in}]

set non_clock_inputs [all_inputs -no_clocks]
set_input_delay [expr $clk_period * $clk_io_pct] -clock clk0 $non_clock_inputs
set_output_delay [expr $clk_period * $clk_io_pct] -clock clk0 [all_outputs]
==> impl_metrics.tcl <==
# collected from the flow reports
set metrics [dict create \
    status "completed" \
    grt_first_pass_wirelength_um 7510 \
    pwr_density_cell_nw_per_um2 167 \
    fp-utilization_pct 23.5 \
    hold_class "flop to flop" \
    reg2reg_from "mc.count_out[8]" \
    comb_area_um2 1090 \
    cts_setup_buffers 0 \
    grt_pass1_vias 1550 \
    drtIter0Drc 127 \
    worstHoldStart "mc.count_out[31]" \
    finalCritPeriodShare_pct 72.2 \
    setup_tns_ns 0 \
    rows 32 \
    path_clk_slew_ns 0.06 \
    hold-path-cell-count 2 \
    fmaxAchievable_mhz 207 \
    antenna_found_initial 0 \
    io_pins 19 \
    yosys_warnings 1 \
    area_delta_synth_final_pct 18.4 \
    grtUsageTotal_pct 7.53 \
    antenna_cells 0 \
    drive_gt1_share_pct 5.60 \
    top_area_cell "dfxtp_1" \
    clock-root-buffer "clkbuf_8" \
    grt_max_degree 17 \
    holdWs_ns 0.481 \
    largest-register "mc.count_out" \
    clkLatencyLatePin_ns 0.28 \
    maxSlewHeadroom_pct 57.5 \
    ys_chip_area_um2 1830 \
    ant_nets 0 \
    rsz0062_at_grt "no" \
    coreArea_um2 7810 \
    via_per_inst 4.98 \
    tightestPinTransition_ns 0.631 \
    wl_per_cell_um 12.9 \
    critical_path_class "input pin to output port" \
    setup-violations-final 0 \
    reg2regPathDepth 4 \
    drt_wl_total_um 4290 \
    worstPathArrival_ns 3.50 \
    p_leak_uw 0.000760 \
    finalWeightedCongestion 0.843 \
    fill_cells 827 \
    skew_ns 0.00436 \
    final_max_slew_viol_count 0 \
    drc 0 \
    die_area_um2 12100 \
    maxCapViolations 0 \
    io_buffers 18 \
    regArea_um2 641 \
    grt_overflow 0 \
    place_ws_ns 1.84 \
    numCtsBuffers 5 \
    die_w_um 110 \
    htreeDepth 2 \
    top_cell_area_share_pct 34.9 \
    largest_register_ffs 32 \
    cp.required_ns 5.36 \
    holdPathEnd "mc.count_out[31]" \
    firstDrtPassIters 4 \
    cts_tree "built" \
    r2r_end "mc.count_out[21]" \
    r2r_slack_ns 4.58 \
    top_regs "mc.count_out x32" \
    fin_ws_ns 1.86 \
    clkSinkCount 32 \
    synthCells 215 \
    fin_util_pct 27.8 \
    start_kind "input pin" \
    yosys.cell_types.count 39 \
    warning_count 25 \
    syn_area_um2 1830 \
    hold_violations 0 \
    holdBufCountCts 0 \
    power_uw 363 \
    syn_avg_cell_area_um2 8.53 \
    ctsResizeCount 0 \
    hpwl_um 3130 \
    yosys.stat.seqShare_pct 34.9 \
    die_y_um 110 \
    area_leaders "dfxtp_1 (35%), ha_1 (5.5%), nand4_1 (5.5%), o31ai_1 (5.3%), a21oi_1 (4.6%)" \
    path_max_fanout 2 \
    ys_ff 32 \
    vias 1662 \
    vdd_drop_max_mv 0.107 \
    synth_stat.cells 215 \
    critPathCaptureType "output port" \
    fin_crit_ns 4.84 \
    cts_max_path_buffers 2 \
]
-- how the worst max path moves through the flow --
stage / startpoint / to
CTS: dc_in[5] / sig_out
global route: dc_in[5] / sig_out
finish: dc_in[5] / sig_out
-- cell families after synthesis --
group / after synthesis / share of synthesized area (%)
AND/OR/NAND/NOR: 95 / 30.8
AND-OR/OR-AND: 45 / 16.6
flip-flops: 32 / 34.9
buffers and inverters: 22 / 5.87
XOR/XNOR: 11 / 5.25
adder cells (fa/ha/maj): 8 / 5.46
multiplexers: 2 / 1.09
-- cell usage after synthesis (all sizes together) --
cell / instances
inv: 12
buf: 8
nand4: 17
o31a: 1
o41ai: 1
xor2: 6
or3: 2
or4: 12
nand2: 11
dfxtp: 32
nand3b: 1
o311ai: 1
and2: 3
a21oi: 18
or4b: 1
clkbuf: 2
a21bo: 1
o21ai: 2
a211oi: 1
nand2b: 1
and3: 3
nor2: 17
xnor2: 5
nand3: 10
mux2i: 2
and4: 5
a2111oi: 1
nor4: 11
o21bai: 1
a21o: 4
ha: 8
o31ai: 14
nand4b: 1
-- worst max-delay path: stages --
cell and delay, ns:
clkdlybuf4s50_1 0.45, inv_1 0.04, ha_1 0.28, a21o_1 0.18, a21o_1 0.16, a2111oi_0 0.40
o31a_1 0.19, clkdlybuf4s50_1 0.45
-- through the flow --
| stage | instances | instance area [µm²] |
|---|---|---|
| 5_1_grt | 334 | 2170 |
| 6_report | 334 | 2170 |
| 4_1_cts | 334 | 2170 |
| 3_5_place_dp | 327 | 2090 |
| 2_1_floorplan | 215 | 1830 |
| 3_3_place_gp | 327 | 2090 |
-- cell usage in the layout (no fill, tap or decap), types with 5 or more instances in the layout --
master and count:
dfxtp_1 32, clkdlybuf4s50_1 18, nor2_1 17, a21oi_1 17, nand4_1 16, o31ai_1 13, inv_1 12, nor4_1 11
nand2_1 11, or4_1 11, nand3_1 10, ha_1 8, xor2_1 6, and4_1 5, xnor2_1 5, clkbuf_8 5
-- cell type report --
type                    count  area share, %
flip-flops and latches     32           29.5
multi-input cells         161           50.0
repair buffers             20           8.99
well taps                 102           5.88
inverters                  12           2.07
clock inverters             1          0.230
clock buffers               6           3.34
-- where the power goes --
| group | total, µW | internal [µW] | switching (µW) |
|---|---|---|---|
| Sequential | 197 | 192 | 4.99 |
| Combinational | 26.6 | 16.3 | 10.3 |
| Clock | 139 | 70.5 | 68.3 |
-- per-layer routing --
| metal | vias to the layer above | global-route usage [%] | share of wire [%] |
|---|---|---|---|
| met4 | 0 | 1.02 | 0.93 |
| li1 | 857 | - | - |
| met5 | - | 0 | 0 |
| met3 | 4 | 1.53 | 3.8 |
| met2 | 25 | 12.2 | 47 |
| met1 | 776 | 10.4 | 48 |
Power and IR drop assume default switching activity.
