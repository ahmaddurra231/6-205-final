==> /design/flow/design.v <==
module i2c_controller(
  input logic clk_in,
  input logic rst_in,
  inout logic sda,
  input logic start,
  input logic [6:0] peripheral_addr_in,
  input logic rw,  
  input logic [7:0] command_byte_in,
  input logic [7:0] data_byte_in,
  output logic [7:0] data_byte_out,
  output logic ack_out,
  output logic scl_out, 
  output logic data_valid_out
);
logic sda_val;
assign sda = sda_val? 1'bz : 1'b0;
localparam integer CLK_IN_FREQ = 100_000_000;
localparam integer I2C_FREQ = 100_000;
localparam integer PERIOD = CLK_IN_FREQ / I2C_FREQ;
localparam integer HALF_PERIOD = PERIOD / 2;
localparam integer QUARTER_PERIOD = PERIOD / 4;
localparam integer HALF_PERIOD_WIDTH = $clog2(HALF_PERIOD);
localparam integer STOP_SETUP_CYCLES = 120;
localparam integer BUS_FREE_CYCLES = 1000;
logic [HALF_PERIOD_WIDTH-1:0] half_period_count;
localparam integer ADDR_BYTE = 3'b0;
localparam integer CMD_BYTE = 3'b1;
localparam integer DATA_BYTE = 3'b10;
localparam integer STOP_BYTE = 3'b11;
logic [1:0] prev_byte;
logic scl_toggle_en; 
logic scl_overdrive;
logic scl_toggle;
logic scl_falling_edge;
logic scl_rising_edge;
logic scl_prev;
logic ack_in;  
logic [7:0] peripheral_addr_in_reg;
logic [7:0] data_byte_in_reg;
logic [7:0] command_byte_in_reg;
logic rw_reg;
logic [2:0] bit_count;
logic [9:0] stop_setup_count;
assign scl_out = scl_toggle_en? scl_toggle : scl_overdrive;
assign scl_falling_edge = scl_prev & ~scl_toggle;
assign scl_rising_edge = ~scl_prev & scl_toggle;
always_ff @(posedge clk_in) begin
  if (rst_in) begin
    scl_toggle <= 1'b1;
    half_period_count <= 0;
    scl_prev <= 1'b1;
  end else begin
    if (scl_toggle_en) begin
      scl_prev <= scl_toggle;
      if (state == START) begin
        scl_toggle <= 1'b1;
      end else begin
        if (half_period_count == HALF_PERIOD-1) begin
          scl_toggle <= ~scl_toggle;
          half_period_count <= 0;
        end else begin
          half_period_count <= half_period_count + 1;
        end
      end
    end else begin
      scl_toggle <= 1'b1;
      half_period_count <= 0;
    end
  end
end
typedef enum logic [3:0] {
  IDLE,
  START,
  ADDR,
  AWAIT_ACK,
  READ_ACK,
  PROCESS_ACK,
  DATA,
  READ,
  STOP, 
  BUS_FREE_TIME
} state_t;
state_t state;
logic [3:0] current_state;
logic [3:0] retry_count;
assign current_state = state;
always_ff @(posedge clk_in) begin
  if (rst_in) begin
    state <= IDLE;
    sda_val <= 1'b1;
    ack_out <= 1'b0;
    data_valid_out <= 1'b0;
    scl_overdrive <= 1'b1;
    scl_toggle_en <= 1'b0;
    bit_count <= 0;
    retry_count <= 0;
  end else begin
    case(state)
      IDLE: begin
        scl_toggle_en <= 1'b0;
        scl_overdrive <= 1'b1;
        sda_val <= 1'b1;
        data_valid_out <= 1'b0;
        ack_out <= 1'b0;
        if (start) begin
          state <= START;
        end
      end
      START: begin
        ack_out <= 1'b0;
        if (prev_byte == CMD_BYTE) begin
          peripheral_addr_in_reg[0] <= 1'b1;
        end else begin
          peripheral_addr_in_reg <= {peripheral_addr_in, 1'b0};
          rw_reg <= rw;
          data_byte_in_reg <= data_byte_in;
          command_byte_in_reg <= command_byte_in;
          ack_out <= 1'b0;
        end
        scl_toggle_en <= 1'b1;
        sda_val <= 1'b0;
        bit_count <= 7;
        state <= ADDR;
      end
      ADDR: begin
        if (scl_falling_edge) begin
          sda_val <= peripheral_addr_in_reg[bit_count];
          if (bit_count == 0) begin
            state <= AWAIT_ACK;
            prev_byte <= ADDR_BYTE;
          end else begin
            bit_count <= bit_count - 1;
          end
        end
      end
      AWAIT_ACK: begin
        if (scl_falling_edge) begin
          sda_val <= 1'b1; 
          state <= READ_ACK;
        end
      end
      READ_ACK: begin
        if (half_period_count == QUARTER_PERIOD && scl_out) begin
          ack_in <= sda;
          state <= PROCESS_ACK;
        end
      end
      PROCESS_ACK: begin
        if ((prev_byte == DATA_BYTE) && peripheral_addr_in_reg[0]) begin
          state <= STOP;
        end else begin
          if (!ack_in)begin
            if (rw_reg) begin
              if (prev_byte == CMD_BYTE) begin
                if(scl_rising_edge) begin
                  state <= START;
                end
              end else if (peripheral_addr_in_reg[0]) begin
                state <= READ;
                sda_val <= 1'b1;  
              end else begin
                state <= DATA;
              end
              bit_count <= 7;
            end else begin
              if (prev_byte == DATA_BYTE) begin
                state <= STOP;
              end else begin
                state <= DATA;
                bit_count <= 7;
              end
            end
          end else begin
            state <= STOP;
            retry_count <= retry_count + 1;
            ack_out <= 1'b1;
          end
        end
      end
      DATA: begin
        if (prev_byte == ADDR_BYTE) begin
          if (scl_falling_edge) begin  
            sda_val <= command_byte_in_reg[bit_count];
            if (bit_count == 0) begin
              state <= AWAIT_ACK;
              prev_byte <= CMD_BYTE;
            end else begin
              bit_count <= bit_count - 1;
            end
          end
        end else if (prev_byte == CMD_BYTE) begin
          if (scl_falling_edge) begin
            sda_val <= data_byte_in_reg[bit_count];
            if (bit_count == 0) begin
              state <= AWAIT_ACK;
              prev_byte <= DATA_BYTE;
            end else begin
              bit_count <= bit_count - 1;
            end
          end
        end
      end
      READ: begin
        if (scl_rising_edge) begin
          data_byte_out[bit_count] <= sda;
          if (bit_count == 0) begin
            state <= AWAIT_ACK;
            prev_byte <= DATA_BYTE;
          end else begin
            bit_count <= bit_count - 1;
          end
        end
      end
      STOP: begin
        if (!scl_toggle_en) begin
          if (stop_setup_count == STOP_SETUP_CYCLES) begin
            sda_val <= 1'b1;
            state <= BUS_FREE_TIME;
            prev_byte <= STOP_BYTE;
            stop_setup_count <= 0;
          end else begin
            stop_setup_count <= stop_setup_count + 1;
          end 
        end else if (scl_falling_edge) begin
          sda_val <= 1'b0;
        end else if (scl_rising_edge) begin
          scl_toggle_en <= 1'b0;
          stop_setup_count <= 0;
        end
      end
      BUS_FREE_TIME: begin
        if (stop_setup_count == BUS_FREE_CYCLES) begin
          if (!ack_out) begin
            data_valid_out <= 1'b1;
            state <= IDLE;
            retry_count <= 0;
          end else begin
            if (retry_count == 4'd10) begin
              state <= IDLE;
              retry_count <= 0;
              ack_out <= 1'b0;
            end else begin
              state <= START;
              retry_count <= retry_count + 1;
            end                                                                                                                                                                                                                                                                                                                                                                                                                                                                                                                                                                                                                                        
          end
          stop_setup_count <= 0;
        end else begin
          stop_setup_count <= stop_setup_count + 1;
        end
      end
    endcase 
  end
end
endmodule
module mpr121_controller(
  input logic clk_in,
  input logic rst_in,
  inout logic sda,
  output logic scl_out,
  output logic [23:0] touch_status_out,
  output logic [13:0] led,
  output logic valid_out
);
  logic start;
  logic [6:0] peripheral_addr_in;
  logic rw;
  logic [7:0] command_byte_in;
  logic [7:0] data_byte_in;
  logic [7:0] data_byte_out;
  logic ack_out;
  logic data_valid_out;
  logic [4:0] threshold_index;
  i2c_controller i2c_inst (
    .clk_in(clk_in),
    .rst_in(rst_in),
    .sda(sda),
    .start(start),
    .peripheral_addr_in(peripheral_addr_in),
    .rw(rw),
    .command_byte_in(command_byte_in),
    .data_byte_in(data_byte_in),
    .data_byte_out(data_byte_out),
    .ack_out(ack_out),
    .scl_out(scl_out),
    .data_valid_out(data_valid_out)
  );
  typedef enum logic [4:0] {
    INIT_START,
    AWAIT_VALID_OUT,
    INIT_WRITE_THRESH,
    VERIFY_THRESH,
    VERIFY_THRESH_2,
    INIT_WRITE_ECR_ENABLE,
    VERIFY,
    VERIFY_2,
    VERIFY_ECR,
    VERIFY_ECR_2,
    START_READ_TOUCH_STATUS,
    READ_TOUCH_STATUS_FIRST_BYTE,
    START_READ_SECOND_BYTE,
    READ_TOUCH_STATUS_SECOND_BYTE, 
    START_READ_THIRD_BYTE,
    READ_TOUCH_STATUS_THIRD_BYTE,
    STOP
  } state_t;
  state_t state;
  state_t next_state;
  logic [3:0] stop_byte;
  logic [1:0] num_devices; 
  assign led[7:0] = touch_status_out[7:0];
  always_ff @(posedge clk_in) begin
    if (rst_in) begin
      start <= 1'b0;
      rw <= 1'b0;
      command_byte_in <= 8'b0;
      data_byte_in <= 8'b0;
      touch_status_out <= 12'b0;
      valid_out <= 1'b0;
      state <= INIT_START;
      num_devices <= 2'd3;
    end else begin
      case (state)
        INIT_START: begin
          start <= 1'b1;
          rw <= 1'b0;  
          command_byte_in <= 8'h5E;  
          data_byte_in <= 8'h00;  
          state <= AWAIT_VALID_OUT;
          next_state <= INIT_WRITE_THRESH;
          threshold_index <= 0;
          peripheral_addr_in <= (num_devices == 2'd1) ? 7'h5A : 7'h5B;
          case (num_devices)
            2'd1: begin
              peripheral_addr_in <= 7'h5A;
            end
            2'd2: begin
              peripheral_addr_in <= 7'h5B;
            end
            2'd3: begin
              peripheral_addr_in <= 7'h5C;
            end
          endcase
        end
        AWAIT_VALID_OUT: begin
          start <= 1'b0;
          if (data_valid_out) begin
            state <= next_state;
          end
        end
        INIT_WRITE_THRESH: begin
          start <= 1'b1;
          rw <= 1'b0;  
          command_byte_in <= 8'h41 + threshold_index;  
          state <= AWAIT_VALID_OUT;
          if (threshold_index[0] == 1'b0) begin
            data_byte_in <= 8'h0F; 
          end else begin
            data_byte_in <= 8'h0A; 
          end
          if (threshold_index < 5'd24) begin
            threshold_index <= threshold_index + 1;
            next_state <= INIT_WRITE_THRESH;
          end else begin
            threshold_index <= 0;
            next_state <= INIT_WRITE_ECR_ENABLE;
          end    
        end
        VERIFY_THRESH: begin
          start <= 1'b1;
          rw <= 1'b1;  
          command_byte_in <= 8'h40 + threshold_index;  
          state <= AWAIT_VALID_OUT;
          next_state <= VERIFY_THRESH_2;
        end
        VERIFY_THRESH_2: begin
          if (data_byte_out == 8'h0F || data_byte_out == 8'h0A) begin
            state <= INIT_WRITE_THRESH;
          end else begin
            stop_byte <= 4'b0001;
            state <= STOP;
          end
        end
        INIT_WRITE_ECR_ENABLE: begin
          start <= 1'b1;
          rw <= 1'b0;  
          command_byte_in <= 8'h5E;  
          data_byte_in <= 8'h0C;  
          state <= AWAIT_VALID_OUT;
          next_state <= VERIFY;
        end
        VERIFY: begin
          start <= 1'b1;
          rw <= 1'b1;  
          command_byte_in <= 8'h5D;  
          state <= AWAIT_VALID_OUT;
          next_state <= VERIFY_2;
        end
        VERIFY_2: begin
          if (data_byte_out == 8'h24) begin
            state <= VERIFY_ECR;
          end else begin
            state <= STOP;
            stop_byte <= 4'b0010;
          end
        end
        VERIFY_ECR: begin
          start <= 1'b1;
          rw <= 1'b1;  
          command_byte_in <= 8'h5E;  
          state <= AWAIT_VALID_OUT;
          next_state <= VERIFY_ECR_2;
        end
        VERIFY_ECR_2: begin
          if (data_byte_out == 8'h0C) begin
            if (num_devices == 2'd1) begin
              state <= START_READ_TOUCH_STATUS;
            end else begin
              state <= INIT_START;
              num_devices <= num_devices - 1;
            end
          end else begin
            state <= STOP;
            stop_byte <= 4'b0011;
          end
        end
        START_READ_TOUCH_STATUS: begin
          start <= 1'b1;
          rw <= 1'b1;  
          command_byte_in <= 8'h00;  
          state <= AWAIT_VALID_OUT;
          next_state <= READ_TOUCH_STATUS_FIRST_BYTE;
          peripheral_addr_in <= 7'h5A;
        end
        READ_TOUCH_STATUS_FIRST_BYTE: begin
          touch_status_out[7:0] <= data_byte_out;
          state <= START_READ_SECOND_BYTE;
        end
        START_READ_SECOND_BYTE: begin
          start <= 1'b1;
          rw <= 1'b1;  
          command_byte_in <= 8'h00;  
          state <= AWAIT_VALID_OUT;
          next_state <= READ_TOUCH_STATUS_SECOND_BYTE;
          peripheral_addr_in <= 7'h5B;
        end
        READ_TOUCH_STATUS_SECOND_BYTE: begin
          touch_status_out[15:8] <= data_byte_out;
          state <= START_READ_THIRD_BYTE;
        end
        START_READ_THIRD_BYTE: begin
          start <= 1'b1;
          rw <= 1'b1;  
          command_byte_in <= 8'h00;  
          state <= AWAIT_VALID_OUT;
          next_state <= READ_TOUCH_STATUS_THIRD_BYTE;
          peripheral_addr_in <= 7'h5C;
        end
        READ_TOUCH_STATUS_THIRD_BYTE: begin
          touch_status_out[23:16] <= data_byte_out;
          state <= START_READ_TOUCH_STATUS;
          valid_out <= 1'b1;
        end
        STOP: begin
          start <= 1'b0;
        end
        default: begin
        end 
      endcase
    end
  end
endmodule
==> /design/flow/run.sh <==
#!/bin/bash
# OpenROAD 26Q1-2900-gdf79404cd8, Yosys 0.63+post, stock flow scripts
make -C /OpenROAD-flow-scripts/flow DESIGN_CONFIG=/design/flow/config.mk WORK_HOME=/design/flow/orfs finish
==> /design/flow/config.mk <==
export PLATFORM = sky130hd
export DESIGN_NAME = mpr121_controller
export DESIGN_NICKNAME = mpr121_controller
export VERILOG_FILES = /design/flow/design.v
export SDC_FILE = /design/flow/constraint.sdc
export NUM_CORES = 4
export LEC_CHECK = 1
export CORE_UTILIZATION = 30
==> /design/flow/constraint.sdc <==
current_design mpr121_controller

set clk_period 3.1
set clk_io_pct 0.2

create_clock -name clk0 -period $clk_period [get_ports {clk_in}]

set non_clock_inputs [all_inputs -no_clocks]
set_input_delay [expr $clk_period * $clk_io_pct] -clock clk0 $non_clock_inputs
set_output_delay [expr $clk_period * $clk_io_pct] -clock clk0 [all_outputs]
==> out/results.tsv <==
stage	metric	value	unit
outcome	status	completed	
clock_tree	root_buffer	clkbuf_16	
sta	worst_slew_pin_slew	700.1	ps
critical_path	end_kind	flip-flop	
sta	timing.final.crit_share	68.77	%
logic_synthesis	numSynthFlops	97	
logic_synthesis	syn_inst	520	
logic_synthesis	ys_seq_share	46.33	%
critical_path	critPathRequiredTime	3320	ps
grt	grt_pass1_wl	15.67	mm
power_and_ir_drop	power.leakage	1.898	nW
power_and_ir_drop	ir_drop	305.0	µV
floorplan	die_w	128.7	µm
logic_synthesis	synth_area	4818	µm²
sta	slew_violations	0	
floorplan	fp-utilization	31.23	%
drt	drc	0	
power_and_ir_drop	p_per_area	486.7	nW/µm²
clock_tree	cts_tree	built	
logic_synthesis	async_flop_share	0	%
clock_tree	cts.path.max_buffers	2	
final_layout	top_regs	touch_status_out x24, i2c_inst.state x10, i2c_inst.stop_setup_count x10	
logic_synthesis	topCellsByArea	dfxtp_1 28%, edfxtp_1 18%, nor2_1 6.6%	
final_layout	largest_reg_flops	24	
sta	hold_viol	0	
critical_path	cp_top_family	simple AND/OR/NAND/NOR gates	
grt	grt_pass1_vias	3218	
sta	period_minus_slack	2132	ps
sta	setup_viol	0	
min_path	hold_class	reg2reg	
clock_tree	cts_setup_buffers	0	
logic_synthesis	ys_types	70	
logic_synthesis	yosys_warnings	9	
floorplan	coreArea	15430	µm²
grt	track_usage	11.91	%
final_layout	layout-area-overhead-vs-synth	15.74	%
logic_synthesis	yosys_cells	520	
clock_tree	cts_max_level	3	
grt	grt_max_degree	33	
sta	skew	8.435	ps
grt	grt_antenna_before_repair	0	
clock_tree	cts_buffers	9	
sta	fmax	469.1	MHz
drt	dr.pass1.iters	4	
logic_synthesis	avgSynthCellArea	9.266	µm²
drt	wl	9.287	mm
grt	grt-ovfl-total	0	
logic_synthesis	top_cells_by_count	85 x nor2_1, 68 x dfxtp_1, 37 x a21oi_1	
critical_path	critPathMaxStageDelay	720	ps
drt	ant_nets	0	
critical_path	cp_data_arrival_time	2350	ps
clock_tree	clk_latency	340	ps
run	drv_cap	0	
logic_synthesis	ff_type	dfxtp_1	
drt	viasPerCell	4.789	
clock_tree	cts.clk_slew.worst_paths	70	ps
clock_tree	hold_buffers	0	
clock_tree	ctsResizeCount	0	
floorplan	fp-row-count	45	
critical_path	cp.depth	5	
final_layout	drive_above_1_share	6.814	%
logic_synthesis	edf_count	29	
min_path	hold_path_depth	2	
critical_path	cp_max_fo	20	
placed_design	io_buffers	35	
logic_synthesis	synth_top_cell_by_count	nor2_1	
floorplan	ios	43	
logic_synthesis	ys_area	4818	µm²
power_and_ir_drop	p_total	0.002714	W
sta	grt_setup_unrepaired	no	
clock_tree	cts.sinks	97	
logic_synthesis	synth_top_area_share	28.25	%
critical_path	path_buffers	0	
floorplan	die_y	128.7	µm
drt	first_iter_violations	276	
critical_path	cp-start-kind	flip-flop	
critical_path	crit_chain	nand2b_1 > or3b_2 > nor3_4 > mux2i_1 > nand2_1	
placed_design	dp_hpwl	6.335	mm
drt	num_vias	3611	
final_layout	regMostFlops	touch_status_out	
run	tool_warnings	31	
placed_design	place_congestion	0.8502	
critical_path	rr_worst_depth	5	
drt	wl_per_cell	12.32	µm
logic_synthesis	synth_area_leader_cell	dfxtp_1	
critical_path	path_class	reg2reg	
floorplan	dieArea	16570	µm²
critical_path	cp_slowest_cell	dfxtp_1	
sta	finalSetupTns	0	ps
sta	maxSlewHeadroom	52.97	%
drt	n_antenna_cell	0	
-- where the power goes --
| group | switching (W) | total, W | internal, W |
|---|---|---|---|
| clock | 0.000513 | 0.00116 | 0.000644 |
| combinational | 0.000112 | 0.000177 | 0.0000659 |
| sequential | 0.0000469 | 0.00138 | 0.00133 |
-- worst register-to-register path, stage by stage, from the launching register on --
cell	delay, ps
dfxtp_1	720
nand2b_1	230
or3b_2	570
nor3_4	220
mux2i_1	210
nand2_1	60
-- placed cells by master, fill, tap and decap left out, drive strengths merged, types with 4 or more instances in the layout --
master,n
nor2,87
dfxtp,68
a21oi,37
clkdlybuf4s50,34
edfxtp,29
nand2,28
mux2i,25
inv,24
nor3,18
o21ai,14
xnor2,13
ha,13
nand3,12
nor2b,11
xor2,10
nand2b,10
clkbuf,9
conb,7
nand4,7
a31oi,6
nand3b,5
buf,5
and3,4
a21boi,4
a311oi,4
a211o,4
or2,4
-- metrics by stage --
step           area [µm²]  hold slack (ps)  utilization, %  setup WS (ps)  std cells
3_3_place_gp         5268            455.7           34.14           1060        738
3_5_place_dp         5268            455.3           34.14          990.4        738
6_report             5577            470.6           36.15          968.2        754
4_1_cts              5577            470.1           36.15          976.5        754
5_1_grt              5577            493.2           36.15          766.0        754
2_1_floorplan        4841            416.1               -          822.9        526
-- per-layer routing --
layer  vias up  share of wire, %  track usage (%)
met4         0               1.0            1.107
li1       1852                 -                -
met5         -                 0                0
met3        10               4.6            3.007
met2        62                42            17.27
met1      1687                52            19.02
-- final timing paths --
path / slack, ps / start / endpoint
max: 970 / state[0] / num_devices[1]
min: 470 / i2c_inst.state[2] / i2c_inst.state[7]
max reg2reg: 970 / state[0] / num_devices[1]
min reg2reg: 470 / i2c_inst.state[2] / i2c_inst.state[7]
-- layout make-up --
| class | instances | area, µm² |
|---|---|---|
| Clock inverter | 7 | 83.83 |
| Clock buffer | 9 | 225.2 |
| Tap cell | 211 | 264.0 |
| Fill cell | 1529 | 9851 |
| Inverter | 19 | 71.32 |
| Sequential cell | 97 | 2232 |
| Timing Repair Buffer | 39 | 375.4 |
| Multi-Input combinational cell | 372 | 2325 |
-- logic make-up after synthesis --
group	after synthesis	share of synthesized area (%)
fa+ha+maj	13	3.376
other cells	1	0.07783
compound gates	94	12.59
flops	97	46.33
xor+xnor	23	4.181
mux	25	5.193
simple gates	210	22.36
buf+inv	57	5.894
Power is estimated from default activity; no workload was simulated.
